===== /design/flow/config.mk =====
export PLATFORM = sky130hd
export DESIGN_NAME = ClockBlinkLED
export DESIGN_NICKNAME = ClockBlinkLED
export VERILOG_FILES = /design/flow/design.v
export SDC_FILE = /design/flow/constraint.sdc
export NUM_CORES = 4
export LEC_CHECK = 1
export CORE_AREA = 10 10 97 97
export DIE_AREA = 0 0 107 107

===== /design/flow/constraint.sdc =====
current_design ClockBlinkLED

set clk_period 4.1
set clk_io_pct 0.2

create_clock -name clk0 -period $clk_period [get_ports {clk}]

set non_clock_inputs [all_inputs -no_clocks]
set_input_delay [expr $clk_period * $clk_io_pct] -clock clk0 $non_clock_inputs
set_output_delay [expr $clk_period * $clk_io_pct] -clock clk0 [all_outputs]

===== /design/flow/design.v =====
`timescale 1us/1ns
module HZ_1_Clock(output reg Clock_1_Hz, output reg hi, input Clock_in);  
	reg [28:0] period_cnt = 0;
	reg D = 30;
	always @ (posedge Clock_in)
		if(period_cnt != 5_000_000 - 1)
			begin  
				period_cnt <= period_cnt + 1;
				Clock_1_Hz <= 0;
				if(period_cnt < ((D/100) * (5_000_000 - 1)))
					hi <= 1'b1;
				else
					hi <= 1'b0;				
			end
		else
			begin
				period_cnt <= 0;
				Clock_1_Hz <= 1;
				hi <= 1'b0;
			end
endmodule
module ClockBlinkLED (output led, input clk);
	integer cnt = 0;
	integer periodLength = 10_000_000;
	integer pulseLength = 2_000_000;
	always @ (posedge clk)
		begin
			if(cnt < periodLength)
				cnt <= cnt + 1;
			else
				cnt <= 0;
		end
	assign led = (cnt < pulseLength) ? 1:0;
endmodule

===== /design/flow/run.sh =====
#!/bin/bash
# OpenROAD 26Q1-2900-gdf79404cd8, Yosys 0.63+post, stock flow scripts
make -C /OpenROAD-flow-scripts/flow DESIGN_CONFIG=/design/flow/config.mk WORK_HOME=/design/flow/orfs finish

==> results.toml <==
# physical design summary
[floorplanning]
die_x_um = 107
ios = 2
dieArea_um2 = 11450
die_y_um = 107
core_area_um2 = 7292
rows = 31
initial_core_util_pct = 20.61

[setup_path]
slowest_stage = "or4_1"
crit_arrival_ps = 2450
path_cells = "or4_1 -> nor4_1 -> and2b_1 -> o211ai_1 -> nand2b_1 -> clkdlybuf4s50_1"
worst_ep_required_time_ps = 3280
path_max_fanout = 4
critPathLaunchType = "register"
cp_top_family = "simple AND/OR/NAND/NOR gates"
r2r_slack_ps = 1560
critPathMaxStageDelay_ps = 510
critPathKind = "reg -> out"
critPathCaptureType = "output port"
path_buffers = 1

[final_timing]
fmax_mhz = 305.5
finalSetupViolations = 0
maxSlewHeadroom_pct = 47.35
finalCritPeriodShare_pct = 79.83
final_hold_viol_count = 0
rsz0062_at_grt = "no"
fin_crit_ps = 3273
setup_tns_ps = 0
slew_viol_final = 0
tightest_slew_ps = 789.8
fin_skew_ps = 1.505

[yosys]
syn_area_per_cell_um2 = 8.839
numSynthFlops = 32
synthCells = 170
top_cell = "nor2_1"
yosys_warnings = 1
yosysUniqueCellTypes = 31
synth_area_um2 = 1503
postSynthSeqShare_pct = 42.63
common_cells = "nor2_1, dfxtp_1, xor2_1"
largest_area_cell = "dfxtp_1"
ys_cells = 170
top_cells_by_area = "dfxtp_1, xor2_1, nor2_1"
synthFlopType = "dfxtp_1"
edf_count = 0
async_flop_share_pct = 0
ys_area_um2 = 1503
netlist.area_leader.share_pct = 42.63

[clock_tree]
clockBufferDepth = 2
cts_sinks = 32
clk_pin_slew_ps = 60
cts-root-buf = "clkbuf_8"
hold_buffers = 0
postCtsSetupRepairBufs = 0
postCtsResizedCells = 0
clock_latency_ps = 280
cts_made_buffers = 5
h-tree-depth = 2
tritoncts = "done"

[grt]
track_usage_pct = 4.576
grt_max_degree = 18
antenna_found_initial = 0
grt_remaining_overflow = 0
grt_pass1_vias = 1006
grt_pass1_wl_um = 4505

[flow_run]
drv_cap = 0
warnings = 25

[layout]
comb_area_um2 = 817.0
drive_gt1_share_pct = 7.471
top_regs = "cnt (32)"
largest_reg_flops = 32
seqCellArea_um2 = 640.6
regMostFlops = "cnt"
finalNonFillerCells = 273
syn_to_final_growth_pct = 12.41
n_fill_cell = 803

[power]
power_leakage_nw = 0.6339
peakVddDrop_v = 0.00009629
p_per_area_nw_per_um2 = 329.2

[place]
gp_congestion = 0.7990
port_buffers = 1
place_hpwl_um = 1699
dp_cells = 265

[detailed_routing]
top_layer = "met4"
drt_wl_total_um = 2578
route.met3.wl_um = 100
post_drt_wl_per_cell_um = 9.443
wl_met2_um = 1026
antennaDiodeCount = 0
ant_nets = 0
viasPerCell = 4.029
first_pass_iters = 4
remaining_drc_errors = 0
met1_length_um = 1422
vias = 1100
initialDrtViolationCount = 41

[hold_path]
worstHoldPathType = "reg -> reg"

[run_status]
status = "finished, final reports clean"
[cell families after synthesis]
| group | count (synthesis) | share of synthesized area [%] |
|---|---|---|
| buf+inv | 6 | 3.747 |
| fa+ha+maj | 1 | 0.8325 |
| simple gates | 93 | 31.39 |
| flops | 32 | 42.63 |
| xor+xnor | 29 | 16.90 |
| compound gates | 9 | 4.496 |
[per-stage QoR]
| stage | hold slack (ps) | power (W) | setup WS, ps | instance area (um2) | util [%] |
|---|---|---|---|---|---|
| after floorplan | 417.5 | 0.0003178 | 1873 | 1503 | - |
| after global placement | 432.0 | 0.0003178 | 1133 | 1599 | 21.93 |
| after detailed placement | 444.1 | 0.0003178 | 1113 | 1599 | 21.93 |
| after CTS | 452.9 | 0.0005660 | 799.0 | 1689 | 23.16 |
| after global routing | 477.3 | 0.0005746 | 653.9 | 1689 | 23.16 |
| final | 449.9 | 0.0005561 | 826.8 | 1689 | 23.16 |
[layout make-up]
class                           count  share of cell area [%]
Clock buffer                        8                   5.333
Multi-Input combinational cell    132                   48.37
Sequential cell                    32                   37.93
Tap cell                           99                   7.333
Timing Repair Buffer                2                   1.037
[power by group]
group	total [W]	switching [W]	internal [W]	leakage, nW
Combinational	0.000000000331	0	0	0.331
Sequential	0.000311	0	0.000311	0.258
Clock	0.000245	0.000108	0.000137	0.0455
Total	0.000556	0.000108	0.000448	0.634
[final timing paths]
| check | to | startpoint | cells after the start |
|---|---|---|---|
| max | led | cnt[28] | 6 |
| min | cnt[0] | cnt[0] | 1 |
| max reg2reg | cnt[28] | cnt[7] | 6 |
| min reg2reg | cnt[0] | cnt[0] | 1 |
[cells in the final DEF, fill, tap and decap left out]
cell	count
clkdlybuf4s50_1	1
a211oi_1	1
xor2_1	21
nand4_1	11
or3b_1	1
a21oi_1	2
and2b_1	1
nand4b_1	1
o21ai_0	1
a311oi_4	1
nor3_1	3
or4_1	1
nand2b_1	1
dfxtp_1	32
and3_1	3
clkbuf_8	6
xnor2_1	8
o211ai_1	2
and4_1	3
and3_2	1
nand3_1	11
nor3_2	3
buf_4	1
and2_1	1
nor2_1	36
nor4_1	2
o31ai_1	1
and2b_2	1
clkbuf_1	2
nand2_1	13
ha_1	1
o21a_1	1
[metal layers]
metal | GRT usage (%) | vias up
met5 | 0 | -
met4 | 0.7737 | 0
met3 | 1.577 | 5
met2 | 6.497 | 10
met1 | 6.637 | 495
li1 | - | 590
[worst reg2reg max path, cell delays in order (launching register included)]
cell,delay [ps]
dfxtp_1,430
or3b_1,370
a211oi_1,290
o211ai_1,170
a311oi_4,760
buf_4,350
nor2_1,70
Power is estimated from default activity; no workload was simulated.
